<file path="flow/run.sh">
#!/bin/bash
# OpenROAD 26Q1-2900-gdf79404cd8, Yosys 0.63+post, stock flow scripts
make -C /OpenROAD-flow-scripts/flow DESIGN_CONFIG=/design/flow/config.mk WORK_HOME=/design/flow/orfs finish
</file>
<file path="flow/config.mk">
export PLATFORM = sky130hd
export DESIGN_NAME = spi_control
export DESIGN_NICKNAME = spi_control
export VERILOG_FILES = /design/flow/design.v
export SDC_FILE = /design/flow/constraint.sdc
export NUM_CORES = 4
export LEC_CHECK = 1
export CORE_UTILIZATION = 30
</file>
<file path="flow/constraint.sdc">
current_design spi_control

set clk_period 1.8
set clk_io_pct 0.2

create_clock -name clk0 -period $clk_period [get_ports {i_clk}]

set non_clock_inputs [all_inputs -no_clocks]
set_input_delay [expr $clk_period * $clk_io_pct] -clock clk0 $non_clock_inputs
set_output_delay [expr $clk_period * $clk_io_pct] -clock clk0 [all_outputs]
</file>
<file path="flow/design.v">
`timescale 1 ns / 1 ps
module inner_rst(
                   input         	i_clk,
                   output  reg      rst                 
                   );
	reg	[9:0]	cnt_rst;
    always @(posedge i_clk) begin
        if(cnt_rst == 10'd1000) begin
            cnt_rst	<=	cnt_rst;
            rst 	<=	1'b0;
        end else begin
            cnt_rst	<= 	cnt_rst + 1;           
            rst 	<=	1'b1;          
        end 
    end 
endmodule 
`timescale 1 ns / 1 ps
module spi_control(
				  input         	i_clk,
				  input         	i_cs,				  
				  input         	i_sclk,	
				  input         	i_mosi,
				  output        	o_miso
    );
	wire rst;
	reg	[1:0]	transmit_state;	
	reg	[2:0]	transmit_cnt;
	wire		rec_done;
	wire		transmit_done;
	reg	[15:0]	data_in;
	reg	[4:0]	channel_num;
	wire [15:0]	rec_data;
    always @(posedge i_clk or posedge rst) begin
        if(rst) begin
            transmit_state <= 0;
            transmit_cnt <=	0;           
            channel_num <= 0;           
            data_in <= 0;           
        end else begin            
            case(transmit_state) 
				0	:	begin
					transmit_cnt <=	0;
					if(rec_done)
						if(rec_data[15:8] == 8'hf0) begin
							transmit_state <= 1;							
							channel_num <= rec_data[4:0];	
							data_in <= 16'h89ab; 
						end
				end
				1	:	begin
					if(rec_done)
						data_in <= data_in + 16'h1111;
					if(transmit_done) begin
						if(transmit_cnt == 4) 
							transmit_state <= 0;							
						else
							transmit_cnt <= transmit_cnt + 1;		
					end
				end
				default	:	begin
						transmit_state <= 0;
						transmit_cnt <=	0;						
				end
			endcase
        end 
    end 	
	inner_rst inner_rst_u0(                   
				   .i_clk(i_clk),
				   .rst(rst)
					);
	spi_slave spi_slave_u0 (
		.i_clk(i_clk), 
		.i_rst(rst), 
		.i_cs(i_cs), 
		.i_sclk(i_sclk), 
		.i_mosi(i_mosi), 
		.o_miso(o_miso), 
		.rec_done(rec_done), 
		.transmit_done(transmit_done), 
		.data_in(data_in),
		.rec_data(rec_data)
	);
endmodule
`timescale 1 ns / 1 ps
module spi_slave(
				  input         	i_clk,
				  input         	i_rst,
				  input         	i_cs,				 
				  input         	i_sclk,	
				  input         	i_mosi,
				  output reg       	o_miso,
				  output reg       	rec_done,
				  output reg       	transmit_done,
				  input	[15:0]		data_in,
				  output reg[15:0]	rec_data
    );
	reg		s_posedge,s_negedge;
	reg		sclk_del1,sclk_del2,sclk_del3;
	reg		cs_del1,cs;
	reg		mosi_del1,mosi;
	always @(posedge i_clk or posedge i_rst) begin
        if(i_rst) begin
            sclk_del1 <= 1'b0;
            sclk_del2 <= 1'b0;
            sclk_del3 <= 1'b0;          
            s_posedge <= 1'b0; 
            s_negedge <= 1'b0; 
			cs_del1 <= 1'b0;          
            cs <= 1'b0; 
            mosi_del1 <= 1'b0; 
            mosi <= 1'b0; 
        end else begin            
            sclk_del1 <= i_sclk;      
            sclk_del2 <= sclk_del1; 
			sclk_del3 <= sclk_del2;
			s_posedge <= sclk_del2 && (~sclk_del3);
			s_negedge <= (~sclk_del2) && (sclk_del3);
			cs_del1 <= i_cs;      
            cs <= cs_del1;
            mosi_del1 <= i_mosi;
            mosi <= mosi_del1;			
        end 
    end	
	reg	[4:0]	rec_bit_cnt;
	reg	[15:0]	rec_shift;
	always @(posedge i_clk or posedge i_rst) begin
        if(i_rst) begin
            rec_bit_cnt <= 0;
            rec_shift <= 0; 
        end else begin
			if(cs == 0) begin
				if(rec_bit_cnt == 16)
					rec_bit_cnt <= 0;
				else begin
					if(s_posedge) begin
						rec_bit_cnt <= rec_bit_cnt + 1;				
						rec_shift <= {{rec_shift[14:0]},mosi};
					end
				end				 									
			end	else begin
				rec_bit_cnt <= 0;
				rec_shift <= 0;				
			end
        end 
    end 		
	always @(posedge i_clk or posedge i_rst) begin
        if(i_rst) begin
            rec_done <= 1'b0;   
            rec_data <= 0; 					
        end else begin  
			if(rec_bit_cnt == 16)begin
				rec_done <= 1'b1;
				rec_data <= rec_shift;				
			end else begin
				rec_done <= 1'b0;
			end
        end 
    end 
	reg	[4:0]	transmit_bit_cnt;
	reg	[15:0]	transmit_shift;			
	always @(posedge i_clk or posedge i_rst) begin
        if(i_rst) begin
            transmit_bit_cnt <= 0;
            o_miso <= 0;			
			transmit_shift <= 0;
        end else begin 
			if(cs == 0) begin					
				if(transmit_bit_cnt == 16)begin 
						transmit_bit_cnt <= 0;						
						transmit_shift <= {{data_in[14:0]},1'b0};
						o_miso <= data_in[15];
				end else begin
					if(s_negedge) begin
						transmit_bit_cnt <= transmit_bit_cnt + 1;				
						o_miso <= transmit_shift[15];
						transmit_shift[15:0] <= {{transmit_shift[14:0]},1'b0};
					end
				end			
			end else begin
				transmit_bit_cnt <= 0;
				o_miso <= data_in[15];
				transmit_shift <= {{data_in[14:0]},1'b0};
			end
        end 
    end 
	always @(posedge i_clk or posedge i_rst) begin
        if(i_rst) begin
            transmit_done <= 1'b0; 
        end else begin  
			if(transmit_bit_cnt == 16)begin
				transmit_done <= 1'b1;				
			end else begin
				transmit_done <= 1'b0;
			end            
        end 
    end 	
endmodule
</file>
==> results.txt <==
Quick summary of the implementation run below.

The clock period minus worst slack came out at 1770 ps. The number of placement rows is 42. The highest net fanout along the worst path came out at 15.

The power report attributes to the combinational group a share of 2.0%. The DRC marker count from the first detailed-route iteration came out at 103. The routed length per instance came out at 12.2 microns. The share of the core filled with cells in the final layout came out at 35.9%.

Clock tree synthesis found a total of 93 sinks. Summed over its instances, the top area cell type makes up 49.5% of the synthesized netlist area. The worst register-to-register path has a depth of 4.

Per the post-route antenna check, the number of violating nets is 0. Note that the worst hold path type here is flip-flop to asynchronous set/reset pin. The number of flops mapped to enable cells by yosys is 10.

In this run the tools logged warnings totalling 30. The leakage power summed over all cells came out at 2.16 nW. The height of the die is 119 microns. dfrtp_1 is the most common cell in the netlist.

Per the detail_route report, inserted antenna diodes total 0. 5 I/O pins were placed. The synthesized netlist was found by Yosys to have 348 cells. Data on the critical path is required at its endpoint by 2070 ps. The max-capacitance violation count came out at 0.

The placeable core area is 13,300 sq um. The area reported by Yosys stat came out at 4100 sq um. The iteration count recorded for the first detailed-route pass is 4.

The fraction of layout cells with a size suffix above 1 is 14.3%. The sequential group share of total power is 50.8%. The overall power of the completed layout came out at 0.00424 W. The final hold violation count is 0.

The critical path start-end classification is flip-flop to flip-flop. The maximum number of pins on one net before global-route repair came out at 45. Per the synth stats, the proportion of register bits with asynchronous set or reset is 88.2%. Looking at the clock tree report, the H-tree level count equals 3. The share of the clock period used by the worst path is 98.2%. Each instance of the synthesized netlist takes up on average 11.8 sq um. The cell accounting for the most synthesized area is dfrtp_1. The most critical setup path has its endpoint at data_in[9]. The kind of capture point of the worst setup path is a flip-flop. The last weighted congestion value of the routability-driven placer came out at 0.771. The switching component of the power was reported as 0.000876 W. Setup repair after global routing could not meet its margin everywhere. The worst setup path is launched from a flip-flop. The fraction of power spent switching nets is 20.7%.

The number of global-route vias before repair is 2,484. The run finished with clean final reports. The ratio of total power to cell area came out at 887 nW/um^2.

The overall overflow remaining after global route is 0. The main flop type is dfrtp_1. The relative area change from synthesis to final layout is 16.5%.

After synthesis, flip-flops and latches occupy 57.9% of the total area. The maximum root-to-sink buffer count came out at 2. The aggregate negative setup slack is 0 ps. The transition time of the tightest slew-check pin is 615 ps. The number of distinct library cell variants in the gate-level netlist after synthesis is 49. The internal power component came out at 0.00336 W. The tally of buffers added on design ports came out at 4.

The TritonCTS clock tree is yes. The arrival time at the worst endpoint came out at 2040 ps. The initial antenna violation count is 0. The clock input transition at the sequential cells of the worst setup and hold paths came out at 60 ps. Sorting the synthesized cells by how often they occur yields dfrtp_1 (81), nand2_1 (37), mux2i_1 (21). The effective utilization at floorplan is 30.8%. In this run, CTS created clock tree buffers numbering 9. Global routing consumed, over all layers together, 10.3% of the routing resources. The worst register-to-register path ends at data_in[9].

The normalized max-slew margin came out at 58.9%. The number of warning messages in the yosys log came out at 3. The setup skew after layout came out at 5.96 ps.

In the placement report, post-DP HPWL is listed as 4360 microns. The DRC violation count after routing is 0. Clock latency on the worst-skew pair, taken at its later pin, is 340 ps. The die width is 119 microns. The most critical setup path has its startpoint at spi_slave_u0.rec_data[8].

The quantity of hold-fixing buffers added after cts came out at 0. The peak ir drop on the vdd network is 0.599 mV. For reference, the top cells by area after synthesis are dfrtp_1 (49%), edfxtp_1 (7.3%), mux2i_1 (5.1%), a22o_1 (3.4%), nand2_1 (3.4%). In the post-route report, total wirelength is listed as 6670 microns. The detailed router placed 2,627 vias in this run. From the final report, the count of setup violators was given as 0. According to the floorplan report, the total die area is 14,100 sq um. The script logs the ratio of routed vias to standard cells as 4.81. Timing would allow up to 0.566 GHz. The register-to-register setup slack is 30 ps. The worst register-to-register path begins at spi_slave_u0.rec_data[8]. The number of register bits inferred by synthesis is 93. Before any placement, the netlist area is recorded as 4100 sq um.

CTS placed an instance of clkbuf_16 at the clock tree root. The first-pass GRT wire length came out at 11,600 microns. The proportion of power drawn by the clock network came out at 47.2%. The number of max-slew violations in the final report came out at 0.

The cell count after synthesis came out at 348.
## state kept, by name, indices dropped and copies added, names as in the netlist
signal                         count
spi_slave_u0.o_miso                1
spi_slave_u0.rec_shift            16
inner_rst_u0.rst                   1
transmit_cnt                       3
spi_slave_u0.sclk_del3             1
spi_slave_u0.mosi_del1             1
spi_slave_u0.s_posedge             1
spi_slave_u0.sclk_del2             1
spi_slave_u0.cs_del1               1
spi_slave_u0.transmit_shift       15
spi_slave_u0.rec_done              1
data_in                           16
spi_slave_u0.transmit_bit_cnt      5
transmit_state                     2
spi_slave_u0.rec_bit_cnt           5
spi_slave_u0.cs                    1
spi_slave_u0.s_negedge             1
spi_slave_u0.rec_data              8
spi_slave_u0.mosi                  1
spi_slave_u0.sclk_del1             1
spi_slave_u0.transmit_done         1
inner_rst_u0.cnt_rst              10
## power groups by stage
stage | combinational [W] | sequential, W | clock [W]
final | 0.0000861 | 0.00215 | 0.00200
after global routing | 0.0000959 | 0.00215 | 0.00216
after CTS | 0.0000864 | 0.00215 | 0.00207
## cell usage in the layout, fill, tap and decap left out, drive strengths merged, types with 2 or more instances in the layout
| cell | instances |
|---|---|
| a21oi | 7 |
| nand4 | 8 |
| clkdlybuf4s50 | 4 |
| nand3 | 8 |
| a22o | 16 |
| buf | 16 |
| edfxtp | 10 |
| or2 | 2 |
| and4 | 4 |
| o211ai | 7 |
| nor3b | 2 |
| nor2b | 3 |
| and2 | 3 |
| nand2b | 4 |
| nor3 | 3 |
| xor2 | 10 |
| nand2 | 37 |
| clkinvlp | 2 |
| mux2i | 21 |
| or4 | 6 |
| dfrtp | 81 |
| inv | 15 |
| nor2 | 20 |
| a211oi | 2 |
| xnor2 | 7 |
| nor4 | 2 |
| o21ai | 18 |
| mux2 | 8 |
| clkbuf | 10 |
| and3 | 7 |
| ha | 9 |
| a41o | 3 |
## cells by family (layout without fill, tap and decap cells)
kind of cell | count (synthesis) | after routing | synth area share, %
xor+xnor | 17 | 17 | 3.63
compound gates | 61 | 61 | 10.9
fa+ha+maj | 9 | 9 | 2.75
flops | 93 | 93 | 57.9
simple gates | 113 | 113 | 14.8
mux | 29 | 29 | 7.33
buf+inv | 26 | 48 | 2.63
## cell type report
class / instances / area (sq um)
multi-input combinational: 229 / 1620
timing repair buffer: 20 / 185
tap: 176 / 220
fill: 1266 / 8520
inverter: 12 / 48.8
clock inverter: 6 / 72.6
sequential: 93 / 2370
clock buffer: 10 / 250
## metal layers
layer	share of wire (%)	vias to the layer above	global-route usage, %
li1	-	1292	-
met1	51	1310	15.5
met2	44	17	16.2
met3	2.9	8	2.50
met4	1.3	0	1.03
met5	0	-	0
## critical path, cell delays in order, from the launching register on
cell and delay (ps):
dfrtp_1 410, nor4_4 360, a41oi_4 290, or4_1 570, nand2_1 70
## repair_timing
action | in CTS | in global routing
resized | 2 | 0
endpoints found under the setup margin | 16 | 8
pin swaps | 1 | 4
buffers inserted | 1 | 0
## worst min path at each step
stage,startpoint,end,cells after the start
finish,inner_rst_u0.rst,transmit_cnt[2],1
CTS,inner_rst_u0.rst,spi_slave_u0.rec_done,1
global route,inner_rst_u0.rst,transmit_cnt[1],1
## through the flow
stage / hold slack, ps / instances / cell area, sq um / setup slack [ps]
5_1_grt: 308 / 546 / 4770 / -72.2
4_1_cts: 289 / 546 / 4770 / 10.1
2_1_floorplan: 331 / 348 / 4100 / 79.6
3_3_place_gp: 289 / 529 / 4440 / -18.4
6_report: 263 / 546 / 4770 / 31.9
3_5_place_dp: 285 / 529 / 4440 / -23.9
Power is estimated from default activity; no workload was simulated.
